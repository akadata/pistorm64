==> ./run.sh <==
#!/bin/bash
# OpenROAD 26Q1-2900-gdf79404cd8, Yosys 0.63+post, stock flow scripts
make -C /OpenROAD-flow-scripts/flow DESIGN_CONFIG=/design/flow/config.mk WORK_HOME=/design/flow/orfs finish
==> ./config.mk <==
export PLATFORM = sky130hd
export DESIGN_NAME = pistorm_fc
export DESIGN_NICKNAME = pistorm_fc
export VERILOG_FILES = /design/flow/design.v
export SDC_FILE = /design/flow/constraint.sdc
export NUM_CORES = 4
export LEC_CHECK = 1
export CORE_UTILIZATION = 30
==> ./constraint.sdc <==
current_design pistorm_fc

set clk_period 3.9
set clk_io_pct 0.2

create_clock -name clk0 -period $clk_period [get_ports {PI_CLK}]

set non_clock_inputs [all_inputs -no_clocks]
set_input_delay [expr $clk_period * $clk_io_pct] -clock clk0 $non_clock_inputs
set_output_delay [expr $clk_period * $clk_io_pct] -clock clk0 [all_outputs]
==> ./design.v <==
module pistorm_fc(
    output reg      PI_TXN_IN_PROGRESS,  
    output reg      PI_IPL_ZERO,         
    input   [1:0]   PI_A,        
    input           PI_CLK,      
    output reg      PI_RESET,    
    input           PI_RD,       
    input           PI_WR,       
    inout   [15:0]  PI_D,        
    output reg      LTCH_A_0,
    output reg      LTCH_A_8,
    output reg      LTCH_A_16,
    output reg      LTCH_A_24,
    output reg      LTCH_A_OE_n,
    output reg      LTCH_D_RD_U,
    output reg      LTCH_D_RD_L,
    output reg      LTCH_D_RD_OE_n,
    output reg      LTCH_D_WR_U,
    output reg      LTCH_D_WR_L,
    output reg      LTCH_D_WR_OE_n,
    input           M68K_CLK,
    output  [2:0]   M68K_FC,
    output          M68K_AS_n,
    output          M68K_UDS_n,
    output          M68K_LDS_n,
    output          M68K_RW,
    input           M68K_DTACK_n,
    input           M68K_BERR_n,
    input           M68K_VPA_n,
    output reg      M68K_E,
    output          M68K_VMA_n,
    input   [2:0]   M68K_IPL_n,
    inout           M68K_RESET_n,
    inout           M68K_HALT_n,
    input           M68K_BR_n,
    output reg      M68K_BG_n,
    input           M68K_BGACK_n,
    input           M68K_C1,
    input           M68K_C3,
    input           CLK_SEL
  );
  wire c200m = PI_CLK;
  reg [2:0] c7m_sync;
  wire c7m = c7m_sync[2];
  wire c1c3_clk = !(M68K_C1 ^ M68K_C3);
  localparam REG_DATA = 2'd0;
  localparam REG_ADDR_LO = 2'd1;
  localparam REG_ADDR_HI = 2'd2;
  localparam REG_STATUS = 2'd3;
  reg [2:0] M68K_FC_int;
  reg       M68K_AS_n_int;
  reg       M68K_UDS_n_int;
  reg       M68K_LDS_n_int;
  reg       M68K_RW_int;
  reg       M68K_VMA_n_int;
  initial begin
    PI_TXN_IN_PROGRESS <= 1'b0;
    PI_IPL_ZERO <= 1'b0;
    PI_RESET <= 1'b0;
    M68K_FC_int   <= 3'd7;  
    M68K_RW_int   <= 1'b1;
    M68K_AS_n_int <= 1'b1;
    M68K_UDS_n_int <= 1'b1;
    M68K_LDS_n_int <= 1'b1;
    M68K_E       <= 1'b0;
    M68K_VMA_n_int <= 1'b1;
    M68K_BG_n <= 1'b1;
  end
  reg [1:0] rd_sync;
  reg [1:0] wr_sync;
  always @(posedge c200m) begin
    rd_sync <= {rd_sync[0], PI_RD};
    wr_sync <= {wr_sync[0], PI_WR};
  end
  wire rd_rising = !rd_sync[1] && rd_sync[0];
  wire wr_rising = !wr_sync[1] && wr_sync[0];
  reg [15:0] data_out;
  assign PI_D = PI_A == REG_STATUS && PI_RD ? data_out : 16'bz;
  always @(posedge c200m) begin
    if (rd_rising && PI_A == REG_STATUS) begin
      data_out <= {ipl, 13'd0};
    end
  end
  reg [15:0] status;
  wire reset_out = !status[1];
  assign M68K_RESET_n = reset_out ? 1'b0 : 1'bz;
  assign M68K_HALT_n = reset_out ? 1'b0 : 1'bz;
  assign M68K_FC    = M68K_BGACK_n ? M68K_FC_int   : 3'bzzz;
  assign M68K_AS_n  = M68K_BGACK_n ? M68K_AS_n_int : 1'bz;
  assign M68K_UDS_n = M68K_BGACK_n ? M68K_UDS_n_int : 1'bz;
  assign M68K_LDS_n = M68K_BGACK_n ? M68K_LDS_n_int : 1'bz;
  assign M68K_RW    = M68K_BGACK_n ? M68K_RW_int   : 1'bz;
  assign M68K_VMA_n = M68K_BGACK_n ? M68K_VMA_n_int : 1'bz;
  reg op_req = 1'b0;
  reg op_rw = 1'b1;
  reg op_uds_n = 1'b1;
  reg op_lds_n = 1'b1;
  reg [2:0] op_fc = 3'b111;  
  always @(*) begin
    LTCH_D_WR_U <= PI_A == REG_DATA && PI_WR;
    LTCH_D_WR_L <= PI_A == REG_DATA && PI_WR;
    LTCH_A_0 <= PI_A == REG_ADDR_LO && PI_WR;
    LTCH_A_8 <= PI_A == REG_ADDR_LO && PI_WR;
    LTCH_A_16 <= PI_A == REG_ADDR_HI && PI_WR;
    LTCH_A_24 <= PI_A == REG_ADDR_HI && PI_WR;
    LTCH_D_RD_OE_n <= !(PI_A == REG_DATA && PI_RD);
  end
  reg a0;
  always @(posedge c200m) begin
    c7m_sync <= {c7m_sync[1:0], (CLK_SEL?M68K_CLK:c1c3_clk)};
  end
  wire c7m_rising = !c7m_sync[2] && c7m_sync[1];
  wire c7m_falling = c7m_sync[2] && !c7m_sync[1];
  reg [2:0] ipl;
  reg [2:0] ipl_1;
  reg [2:0] ipl_2;
  always @(posedge c200m) begin
    if (c7m_falling) begin
      ipl_1 <= ~M68K_IPL_n;
      ipl_2 <= ipl_1;
    end
    if (ipl_2 == ipl_1)
      ipl <= ipl_2;
    PI_IPL_ZERO <= ipl == 3'd0;
  end
  always @(posedge c200m) begin
    PI_RESET <= reset_out ? 1'b1 : M68K_RESET_n;
  end
  reg [3:0] e_counter = 4'd0;
  always @(negedge c7m) begin
    if (e_counter == 4'd9)
      e_counter <= 4'd0;
    else
      e_counter <= e_counter + 4'd1;
  end
  always @(negedge c7m) begin
    if (e_counter == 4'd9)
      M68K_E <= 1'b0;
    else if (e_counter == 4'd5)
      M68K_E <= 1'b1;
  end
  reg [2:0] state = 3'd0;
  reg [2:0] PI_TXN_IN_PROGRESS_delay;
  always @(posedge c200m) begin
    if (wr_rising) begin
      case (PI_A)
        REG_ADDR_LO: begin
          a0 <= PI_D[0];
          PI_TXN_IN_PROGRESS <= 1'b1;
        end
        REG_ADDR_HI: begin
          op_req   <= 1'b1;
          op_rw    <= PI_D[9];
          op_uds_n <= PI_D[8] ? a0 : 1'b0;
          op_lds_n <= PI_D[8] ? !a0 : 1'b0;
          op_fc    <= PI_D[15:13];  
        end
        REG_STATUS: begin
          status <= PI_D;
        end
      endcase
    end
    case (state)
      3'd0: begin  
        M68K_RW_int <= 1'b1;  
        state <= 2'd1;
      end
      3'd1: begin  
        if (op_req) begin
          if(c7m_rising) begin
            state <= 3'd2;
          end
        end
      end
      3'd2: begin  
        M68K_RW_int <= op_rw;  
        LTCH_D_WR_OE_n <= op_rw;
        LTCH_A_OE_n <= 1'b0;
        M68K_AS_n_int <= 1'b0;
        M68K_UDS_n_int <= op_rw ? op_uds_n : 1'b1;
        M68K_LDS_n_int <= op_rw ? op_lds_n : 1'b1;
        M68K_FC_int    <= op_fc;
        if (c7m_falling) begin
          M68K_UDS_n_int <= op_uds_n;
          M68K_LDS_n_int <= op_lds_n;
          state <= 3'd3;
        end
      end
      3'd3: begin  
        op_req <= 1'b0;
        if(c7m_rising) begin
          if (!M68K_DTACK_n || (!M68K_VMA_n_int && e_counter == 4'd8)) begin
            state <= 3'd4;
            PI_TXN_IN_PROGRESS_delay[2:0] <= 3'b111;
          end
          else begin
            if (!M68K_VPA_n && e_counter == 4'd2) begin
              M68K_VMA_n_int <= 1'b0;
            end
          end
        end
      end
      3'd4: begin  
        PI_TXN_IN_PROGRESS_delay <= {PI_TXN_IN_PROGRESS_delay[1:0],1'b0};
        PI_TXN_IN_PROGRESS <= PI_TXN_IN_PROGRESS_delay[2];
        LTCH_D_RD_U <= 1'b1;
        LTCH_D_RD_L <= 1'b1;
        if (c7m_falling) begin
          state <= 3'd5;
          PI_TXN_IN_PROGRESS <= 1'b0;
        end
      end
      3'd5: begin  
        LTCH_D_RD_U <= 1'b0;
        LTCH_D_RD_L <= 1'b0;
        if (c7m_rising) begin
          state <= 3'd6;
        end
      end
      3'd6: begin  
        if (c7m_falling) begin
          M68K_VMA_n_int <= 1'b1;
          state <= 3'd7;
        end
      end
      3'd7: begin  
        LTCH_D_WR_OE_n <= 1'b1;
        LTCH_A_OE_n <= 1'b1;
        M68K_AS_n_int <= 1'b1;
        M68K_UDS_n_int <= 1'b1;
        M68K_LDS_n_int <= 1'b1;
        state <= 3'd0;
      end
    endcase
    if (M68K_BGACK_n == 1'b0) begin
      M68K_BG_n <= 1'b0;
    end else begin
      M68K_BG_n <= 1'b1;
    end
  end
endmodule
==> metrics.yaml <==
untimed_endpoints: 6
seqPwrFrac_pct: 49.4
yosys_warnings: 10
initial_core_util_pct: 31.7
r2r-end: "state[1]$_DFFE_PP_"
cp-end-kind: "output pin"
fin_skew_ns: 0.00792
crit_required_ns: 3.12
crit_chain: "clkdlybuf4s50_1 -> nor2_1 -> and2_1 -> clkdlybuf4s50_1"
vdd_ir_drop_max_mv: 0.165
cp.arrival_ns: 2.03
syn_area_um2: 2060
crit_start: "PI_A[0]"
p_per_area_nw_per_um2: 526
finalSetupViolations: 0
ys_seq_share_pct: 63.7
synth-edff-count: 33
fin_crit_ns: 2.81
yosys_area_um2: 2060
overflow: 0
grt_max_degree: 15
ys_top_cells_by_area: "edfxtp_1 (48%), dfxtp_1 (16%), buf_4 (7.3%)"
total_power_mw: 1.34
drv_slew: 0
ctsHtreeMaxLevel: 2
cp.depth: 4
slowest_delay_ns: 0.48
grt_pass1_vias: 1025
vias: 1149
ys_ff: 49
area_delta_synth_final_pct: 24.0
antenna_found_initial: 0
path_clk_slew_ns: 0.08
drc: 0
cp-endpoint: "LTCH_D_WR_L"
crit_slowest_cell: "clkdlybuf4s50_1"
p_leak_nw: 1.03
cp_num_buf_inv: 2
critical_path.top_delay_family: "buffers and inverters"
viasPerCell: 4.12
p_int_mw: 1.00
p_sw_mw: 0.341
startpoint_type: "primary input"
fp.dieH_um: 84.8
unclocked_regs: 5
port_buffers: 38
final_antenna_net_count: 0
ys_cells: 162
status: "completed"
ioPinCount: 59
cts_setup_buffers: 0
design_area_um2: 2550
power_frac_clock_pct: 26.8
wire_per_inst_um: 9.96
layout-drive-gt1-share_pct: 8.42
final_hold_viol_count: 0
cts-hold-fix-buffers: 0
syn_avg_cell_area_um2: 12.7
drt_iter0_drc: 115
antenna_cells: 0
async_reset_ff_share_pct: 0
die_w_um: 84.8
synth_cell_type_count: 36
drtPass1Iterations: 24
setup-tns-final_ns: 0
holdWs_ns: 0.332
clock_path_buffers: 2
cts_resized: 0
core-area_um2: 6490
regToRegSetupSlack_ns: 2.10
rsz0062_at_grt: "no"
crit_path_frequent_cell: "clkdlybuf4s50_1"
grt_use_total_pct: 8.26
ff2ff_path_depth: 4
crit_fanout: 6
syn_inst: 162
insertion_delay_ns: 0.29
cts_buffers: 5
finalCritPeriodShare_pct: 72.1
path_class: "in -> out"
top_area_share_pct: 48.1
cts_root_buf: "clkbuf_8"
fmax_mhz: 355
sw_frac_of_total_pct: 25.4
holdCritPathClass: "reg -> reg"
grt_pass1_wl_um: 4620
place_area_um2: 2430
drt-total-wl_um: 2780
chipArea_um2: 7200
hold_depth: 0
num_rows: 29
maxCapViolations: 0
hpwl_um: 2070
p_comb_share_pct: 23.8
synth.largest_area_cell: "edfxtp_1"
warnings: 39
r2r_start: "state[0]$_DFFE_PP_"
cts_tree: "done"
ff_type: "edfxtp_1"
gp_congestion: 0.796
==> synthesized netlist by cell type, types with 2 or more instances <==
cell,count
a21oi_1,5
nand3_1,3
and3b_1,2
nor2_1,8
nand2_1,11
nor3_1,3
buf_4,20
xor2_1,4
nand2b_1,4
or2_2,3
edfxtp_1,33
o21ai_0,4
dfxtp_1,16
ha_1,8
inv_1,14
conb_1,2
nor2b_1,3
==> metal layers <==
metal / wire length, um / vias to the layer above / GRT usage, %
met2: 1270 / 36 / 12.9
met4: 69 / 0 / 1.54
met5: 0 / - / 0
li1: - / 588 / -
met3: 119 / 8 / 1.78
met1: 1320 / 517 / 12.6
==> flip-flops by register name, summed over array words and instances (netlist names), 2 cells and up <==
| register | cells |
|---|---|
| e_counter | 4 |
| rd_sync | 2 |
| PI_D | 3 |
| wr_sync | 2 |
| M68K_FC_int | 3 |
| state | 3 |
| c7m_sync | 3 |
| PI_TXN_IN_PROGRESS_delay | 3 |
| ipl_1 | 3 |
| ipl | 3 |
| op_fc | 3 |
| ipl_2 | 3 |
==> worst reg2reg max path, stage by stage (launching register included) <==
cell,delay (ns)
edfxtp_1,0.42
ha_1,0.26
or2b_4,0.24
o22ai_2,0.09
nor4_2,0.44
==> layout make-up <==
type / instances / area [um2]
Tap cell: 77 / 96.3
Timing Repair Buffer: 38 / 380
Sequential cell: 49 / 1310
Inverter: 14 / 52.6
Fill cell: 599 / 3940
Clock inverter: 2 / 38.8
Multi-Input combinational cell: 93 / 589
Clock buffer: 6 / 82.6
==> power by group through the flow <==
stage         clock (mW)  sequential [mW]  combinational, mW
CTS                0.373            0.664              0.322
global route       0.390            0.674              0.365
finish             0.360            0.663              0.319
==> placed cells by master, fill, tap and decap left out, types with 2 or more instances in the layout <==
cell type | netlist | layout
a21oi_1 | 5 | 5
conb_1 | 2 | 17
or2_2 | 3 | 3
nand2_1 | 11 | 11
edfxtp_1 | 33 | 33
inv_1 | 14 | 14
o21ai_0 | 4 | 4
ha_1 | 8 | 8
clkbuf_8 | 0 | 6
dfxtp_1 | 16 | 16
nand3_1 | 3 | 3
nor2_1 | 8 | 8
xor2_1 | 4 | 4
clkdlybuf4s50_1 | 0 | 38
nor3_1 | 3 | 3
nor2b_1 | 3 | 3
nand2b_1 | 4 | 4
and3b_1 | 2 | 2
==> logic make-up after synthesis <==
| family | after synthesis | share of synthesized area [%] |
|---|---|---|
| adder cells (fa/ha/maj) | 8 | 4.86 |
| AND-OR/OR-AND | 14 | 4.13 |
| XOR/XNOR | 4 | 1.70 |
| flip-flops | 49 | 63.7 |
| buffers and inverters | 35 | 10.4 |
| other | 2 | 0.365 |
| AND/OR/NAND/NOR | 50 | 14.8 |
==> worst min-delay path by stage <==
stage                       start                   to  slack (ns)
CTS           c7m_sync[0]$_DFF_P_  c7m_sync[1]$_DFF_P_        0.33
global route  c7m_sync[0]$_DFF_P_  c7m_sync[1]$_DFF_P_        0.34
finish        c7m_sync[0]$_DFF_P_  c7m_sync[1]$_DFF_P_        0.33
==> through the flow <==
| stage | instances | util, % | worst slack [ns] |
|---|---|---|---|
| 6_report | 279 | 39.3 | 1.09 |
| 5_1_grt | 279 | 39.3 | 0.971 |
| 4_1_cts | 279 | 39.3 | 1.06 |
| 3_5_place_dp | 271 | 37.4 | 1.06 |
| 3_3_place_gp | 271 | 37.4 | 1.08 |
| 2_1_floorplan | 177 | - | 2.04 |
Power figures rest on the tool's default switching activity, not on a simulated workload.
